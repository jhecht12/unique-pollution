==> design.v <==
`timescale 1ns / 1ps
module FPApath(input clk, input [1:0] state, input [7:0] a, input [7:0] b, output reg [7:0] sum, output reg norm);
    reg sign_gt,sign_ls,sign_ans;
    reg [3:0] exp_gt, exp_ls, exp_ans;
    reg [4:0] mant_gt, mant_ls, mant_ans;
    always @(negedge clk) begin
        case(state)
            0: begin
                if(a[6:0]>b[6:0]) begin
                    sign_gt = a[7]; sign_ls = b[7];
                    exp_gt = a[6:3]; exp_ls = b[6:3];
                    mant_gt = {2'b01, a[2:0]}; mant_ls = {2'b01, b[2:0]};
                    sign_ans = a[7];
                    exp_ans = a[6:3];
                end
                else begin
                    sign_gt = b[7]; sign_ls = a[7];
                    exp_gt = b[6:3]; exp_ls = a[6:3];
                    mant_gt = {2'b01, b[2:0]}; mant_ls = {2'b01, a[2:0]};
                    sign_ans = b[7];
                    exp_ans = b[6:3];
                end
            end
            1: begin
                mant_ls = mant_ls >> (exp_gt - exp_ls);
                if(sign_gt == sign_ls)
                    mant_ans = mant_gt + mant_ls;
                else
                    mant_ans = mant_gt - mant_ls;
            end
            2: begin
                norm = 0;
                if(mant_ans[4] == 1) begin
                    mant_ans = mant_ans >> 1;
                    exp_ans = exp_ans + 1;
                end
                else if(mant_ans[4:3] == 0) begin
                    mant_ans = mant_ans << 1;
                    exp_ans = exp_ans - 1;
                end
                else
                    norm = 1;
            end
            3: sum = {sign_ans, exp_ans, mant_ans[2:0]};
        endcase
    end
endmodule
module FPActrl (input clk, input clr, input go, input normal, output reg [1:0] present_state, output reg fin);
reg[1:0] next_state;
parameter load = 2'b00, add =2'b01, norm = 2'b10, done = 2'b11;
always @(posedge clk or posedge clr) begin
    if (clr == 1) begin
        present_state <= load;
        fin = 0;
    end
    else
        present_state <= next_state;
end
always @(*) begin
    case(present_state)
        load:
            if(go == 1)
                next_state = add;
            else
                next_state = load;
        add: next_state = norm;
        norm:
            if(normal)
                next_state = done;
            else
                next_state = norm;
        done: begin 
            next_state = done;
            fin = 1;
        end
        default next_state = load;
    endcase
end
endmodule 
module FPA (input clk, input clr, input go, input [7:0] a, input [7:0] b, output done, output [7:0] sum);
    wire normal;
    wire [1:0] state;
    FPActrl cont(clk,clr,go,normal,state,done);
    FPApath path(clk,state,a,b,sum,normal);
endmodule
==> run.sh <==
#!/bin/bash
# OpenROAD 26Q1-2900-gdf79404cd8, Yosys 0.63+post, stock flow scripts
make -C /OpenROAD-flow-scripts/flow DESIGN_CONFIG=/design/flow/config.mk WORK_HOME=/design/flow/orfs finish
==> config.mk <==
export PLATFORM = sky130hd
export DESIGN_NAME = FPA
export DESIGN_NICKNAME = FPA
export VERILOG_FILES = /design/flow/design.v
export SDC_FILE = /design/flow/constraint.sdc
export NUM_CORES = 4
export LEC_CHECK = 1
export CORE_UTILIZATION = 50
==> constraint.sdc <==
current_design FPA

set clk_period 5.0
set clk_io_pct 0.2

create_clock -name clk0 -period $clk_period [get_ports {clk}]

set non_clock_inputs [all_inputs -no_clocks]
set_input_delay [expr $clk_period * $clk_io_pct] -clock clk0 $non_clock_inputs
set_output_delay [expr $clk_period * $clk_io_pct] -clock clk0 [all_outputs]
==> results.sh <==
# source this file to load flow results
export IMPL_power_total_w=0.00128
export IMPL_yosysCellCount=222
export IMPL_setup_viol=4
export IMPL_crit_slowest_cell="mux2_4"
export IMPL_timing_hold_violations_final=0
export IMPL_wl_per_cell_um=13.7
export IMPL_maxCapViolations=0
export IMPL_p_leak_nw=1.55
export IMPL_postCtsHoldBufs=0
export IMPL_final_core_util_pct=72.3
export IMPL_layout_top_cells="49 x inv_1, 36 x edfxtp_1, 27 x nand2_1"
export IMPL_vias_per_cell=5.24
export IMPL_critical_path_top_delay_family="AND-OR/OR-AND gates"
export IMPL_ant_nets=0
export IMPL_core_area_um2=4470
export IMPL_start_kind="input pin"
export IMPL_grt_setup_unrepaired="true"
export IMPL_fin_ws_ps=-59.1
export IMPL_grt_max_degree=22
export IMPL_clockBufferDepth=2
export IMPL_ys_seq_share_pct=49.2
export IMPL_hold_path_class="register to register"
export IMPL_warnings=65
export IMPL_ys_area_um2=2400
export IMPL_outcome="finished, violations left"
export IMPL_insertion_delay_ps=360
export IMPL_gp_congestion=0.855
export IMPL_rows=24
export IMPL_fp_util_pct=53.7
export IMPL_synth_edff_count=36
export IMPL_grt_pass1_vias=1961
export IMPL_first_pass_iters=22
export IMPL_root_buffer="clkbuf_8"
export IMPL_ys_flops=40
export IMPL_die_y_um=71.3
export IMPL_num_vias=1888
export IMPL_io_pins=28
export IMPL_layout_top_cell="inv_1"
export IMPL_io_buffers=26
export IMPL_ir_worst_vdd_uv=282
export IMPL_grt_ovfl_total=0
export IMPL_slew_viol_final=0
export IMPL_clock_sinks=40
export IMPL_die_w_um=71.3
export IMPL_final_layout_size_suffix_gt1_share_pct=26.3
export IMPL_slowest_delay_ps=290
export IMPL_synth_area_um2=2400
export IMPL_post_route_drc_count=0
export IMPL_powerDensity_nw_per_um2=396
export IMPL_end_kind="register"
export IMPL_cts_tree="done"
export IMPL_crit_buf_inv=3
export IMPL_ff_type="edfxtp_1"
export IMPL_groute_usage_overall_pct=23.1
export IMPL_skew_ps=66.2
export IMPL_relSlewSlack_pct=53.3
export IMPL_clkSlewWorstSetupHoldPaths_ps=50
export IMPL_antenna_found_initial=0
export IMPL_final_area_um2=3230
export IMPL_synthCells=222
export IMPL_grt_pass1_wl_mm=8.78
export IMPL_wl_mm=4.92
export IMPL_cts_made_buffers=5
export IMPL_dieArea_um2=5090
export IMPL_crit_arrival_ps=2680
export IMPL_dpl_cell_area_um2=2890
export IMPL_synthArstFlopShare_pct=10.0
export IMPL_crit_required_ps=2620
export IMPL_syn_mean_instance_area_um2=10.8
export IMPL_worstSetupPathType="input pin to register"
export IMPL_path_max_fanout=4
export IMPL_dp_hpwl_mm=3.56
export IMPL_synth_cell_types=46
export IMPL_antenna_cells=0
export IMPL_violations="negative setup slack"
export IMPL_yosysWarnings=3
export IMPL_syn_to_final_growth_pct=34.6
export IMPL_htree_levels=2
export IMPL_tightest_slew_ps=700
export IMPL_drtIter0Drc=73
export IMPL_path_cells="buf_12, inv_12, ha_4, nor2b_4, o21ai_2, a21oi_2, a211oi_2, nor2_2, buf_4, mux2_4, o21a_1"
[layer usage]
metal  wire (µm)  up-vias  track usage (%)
met1        2270      878             38.1
met5           0        -                0
met4          32        0             5.56
met3         260        4             4.42
met2        2360       47             34.8
li1            -      959                -
[report_power, final]
part           internal, W  total (W)  switching (W)
Clock             0.000151   0.000340       0.000189
Combinational     0.000229   0.000446       0.000216
Sequential        0.000454   0.000494      0.0000401
Total             0.000834    0.00128       0.000445
[cell type report]
type / instances / area, µm²
fillers: 291 / 1240
multi-input cells: 152 / 1230
flip-flops and latches: 40 / 1180
repair buffers: 52 / 433
clock inverters: 38 / 153
inverters: 20 / 90.1
clock buffers: 6 / 82.6
well taps: 52 / 65.1
[per-stage QoR]
stage,instances,worst slack [ps],setup TNS [ps],hold slack (ps)
final,360,-59.1,-145,442
after global routing,360,-126,-328,457
after CTS,359,-88.8,-265,442
after detailed placement,313,-1050,-17010,434
after global placement,313,-994,-16300,438
after floorplan,222,-322,-1490,427
[flip-flops by register name, indices dropped and copies added, names as in the netlist]
register / flops
cont.present_state: 4
path.exp_ans: 4
path.exp_gt: 4
path.exp_ls: 4
path.mant_ans: 5
path.mant_gt: 3
path.mant_ls: 5
path.norm: 1
path.sign_gt: 1
path.sign_ls: 1
path.sum: 8
[cell families (layout without fill, tap and decap cells)]
kind of cell | after synthesis | after routing | share of synthesized area, %
flops | 40 | 40 | 49.2
mux | 11 | 11 | 5.21
xor+xnor | 12 | 12 | 4.69
fa+ha+maj | 19 | 19 | 10.8
other cells | 1 | 1 | 0.156
buf+inv | 30 | 116 | 5.21
simple gates | 61 | 61 | 11.7
compound gates | 48 | 48 | 13.0
[path summary, 6_finish.rpt]
| kind | start | end | slack [ps] | depth (start not counted) |
|---|---|---|---|---|
| min reg2reg | path.mant_ans[0] | path.sum[0] | 440 | 0 |
| max in group asynchronous | clr | cont.present_state[0] | 3910 | 2 |
| max reg2reg | cont.present_state[1] | path.exp_ans[3] | 760 | 2 |
| max | b[1] | path.exp_ans[0] | -60 | 11 |
| min | path.mant_ans[0] | path.sum[0] | 440 | 0 |
| min in group asynchronous | clr | cont.present_state[1] | 860 | 2 |
[synthesized netlist by cell type (2+ instances only)]
cell | instances | area share [%]
a21o_1 | 7 | 2.2
nor2_1 | 11 | 1.7
o21ai_0 | 4 | 0.83
nand2_1 | 27 | 4.2
a31oi_1 | 2 | 0.52
inv_1 | 21 | 3.3
clkbuf_1 | 6 | 0.94
mux2_1 | 3 | 1.4
mux2_2 | 5 | 2.3
and2_1 | 3 | 0.78
xor2_1 | 6 | 2.2
dfrtp_1 | 3 | 3.1
fa_1 | 3 | 2.5
a22oi_1 | 4 | 1.3
nor3_1 | 6 | 1.3
edfxtp_1 | 36 | 45
nand3_1 | 3 | 0.62
o21ai_1 | 8 | 1.7
ha_1 | 16 | 8.3
xnor2_1 | 5 | 1.8
nor2b_1 | 4 | 1.0
mux2i_1 | 2 | 0.83
a21oi_1 | 14 | 2.9
[repair_timing]
action                                 4_1_cts  5_1_grt
resized                                     67       17
setup endpoints to repair                   20       14
endpoints found under the hold margin        0        0
setup buffers                                4        2
pin swaps                                   11       10
